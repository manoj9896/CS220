--- design.v ---
module InstructionMemory (clk,state,pc,instruction);
    input clk;
    input [2:0] state;
    input [7:0] pc;
    output reg [31:0] instruction;
    reg [31:0] instruction_encodings [0:13];
    always @(posedge clk) begin
        if (state == 0) begin
            instruction <= instruction_encodings[pc];
        end
    end
    initial begin
        instruction = 0;
        instruction_encodings[0] = 32'b00100100000000100000000000000000;
        instruction_encodings[1] = 32'b00100100000000110000000000000000;
        instruction_encodings[2] = 32'b00000000011000010010000000101010;
        instruction_encodings[3] = 32'b00010000100000000000000000001000;
        instruction_encodings[4] = 32'b00100100000001010000000000001010;
        instruction_encodings[5] = 32'b00010000011001010000000000000110;
        instruction_encodings[6] = 32'b10001100011001100000000000000000;
        instruction_encodings[7] = 32'b00000000010001100001000000100001;
        instruction_encodings[8] = 32'b00100100011000110000000000000001;
        instruction_encodings[9] = 32'b00000000011000010010000000101010;
        instruction_encodings[10] = 32'b00010100100000001111111111111011;
        instruction_encodings[11] = 32'b00000011111000000000000000001000;
        instruction_encodings[12] = 32'b10001100000000010000000000001010;
        instruction_encodings[13] = 32'b00001100000000000000000000000000;
    end
endmodule
--- run.sh ---
#!/bin/bash
# OpenROAD 26Q1-2900-gdf79404cd8, Yosys 0.63+post, stock flow scripts
make -C /OpenROAD-flow-scripts/flow DESIGN_CONFIG=/design/flow/config.mk WORK_HOME=/design/flow/orfs finish
--- config.mk ---
export PLATFORM = sky130hd
export DESIGN_NAME = InstructionMemory
export DESIGN_NICKNAME = InstructionMemory
export VERILOG_FILES = /design/flow/design.v
export SDC_FILE = /design/flow/constraint.sdc
export NUM_CORES = 4
export LEC_CHECK = 1
export CORE_AREA = 10 10 107 107
export DIE_AREA = 0 0 117 117
--- constraint.sdc ---
current_design InstructionMemory

set clk_period 1.3
set clk_io_pct 0.2

create_clock -name clk0 -period $clk_period [get_ports {clk}]

set non_clock_inputs [all_inputs -no_clocks]
set_input_delay [expr $clk_period * $clk_io_pct] -clock clk0 $non_clock_inputs
set_output_delay [expr $clk_period * $clk_io_pct] -clock clk0 [all_outputs]
==> results.py <==
# Metrics from the implementation run
metrics = {
    "run": {
        "warnings": 37,
        "max_cap_violations": 0,
    },
    "pwr": {
        "vdd_drop_max_uv": 258,
        "p_per_area_mw_per_mm2": 945,
        "p_leak_nw": 0.681,
    },
    "critical_path": {
        "end_kind": "primary output",
        "crit_type": "register to primary output",
        "crit_path_start_kind": "register",
        "cp_data_arrival_time_ns": 1.00,
        "crit_chain": "buf_2 > buf_6 > clkbuf_2",
        "endpoint": "instruction[15]",
        "cp_max_fo": 3,
        "required_ns": 1.04,
        "crit_start": "instruction[15]",
        "slowest_delay_ns": 0.39,
        "crit_slowest_cell": "edfxtp_1",
    },
    "cts": {
        "root_buffer": "clkbuf_8",
        "htreeDepth": 1,
        "cts.sinks": 20,
        "clk_pin_slew_ns": 0.08,
        "tritoncts": "done",
        "clock_path_buffers": 2,
        "ctsHoldBuffers": 0,
        "numCtsBuffers": 3,
    },
    "place": {
        "dp_slack_ns": -0.509,
        "dp_hpwl_um": 2210,
        "portBuffers": 36,
        "place.gp.congestion": 0.772,
    },
    "final_timing": {
        "fmax_mhz": 794,
        "rsz0062_at_grt": "true",
        "worst_slack_ns": 0.0413,
        "hold_viol_final": 0,
        "setup_violations": 0,
        "min_period_over_period": 0.968,
        "fin_crit_ns": 1.26,
        "slew_violations": 0,
        "worst_hold_slack_ns": 0.549,
    },
    "route": {
        "wl_per_cell_um": 10.8,
        "avgViaCountPerCell": 3.24,
        "totalWireLength_um": 2740,
        "num_vias": 824,
        "drt_iter0_markers": 78,
        "firstDrtPassIters": 4,
        "ant_nets": 0,
        "drc": 0,
    },
    "run_status": {
        "status": "complete, no violations",
    },
    "grt": {
        "grt_max_degree": 21,
        "overflow": 0,
        "grt_pass1_vias": 827,
        "track_usage": 0.0376,
        "antenna_found_initial": 2,
        "grt_pass1_wl_um": 4140,
    },
    "cells_and_area": {
        "fillers": 1002,
        "drive_gt1_frac": 0.255,
        "ff_latch_area_um2": 601,
        "area_growth_pct": 57.3,
        "final_util": 0.187,
        "largest_reg_flops": 20,
        "logic_area_um2": 404,
        "largest_register": "instruction",
        "reg.largest.list": "instruction (20)",
    },
    "logic_synthesis": {
        "yosys_warnings": 1,
        "top_area_cell": "edfxtp_1",
        "ys_seq_share": 0.548,
        "avgSynthCellArea_um2": 11.5,
        "synth_cells": 95,
        "ys_cells": 95,
        "ys_area_mm2": 0.00110,
        "area_leaders": "edfxtp_1 55%, ha_1 9.1%, buf_4 8.9%, mux2i_1 3.7%, nor2_1 3.1%",
        "synth_top_area_share": 0.548,
        "ys.flop_type": "edfxtp_1",
        "synth_cell_types": 24,
        "async_flop_share": 0,
        "netlist_area_mm2": 0.00110,
        "edf_count": 20,
        "ys_ff": 20,
    },
    "die": {
        "die_w_um": 117,
        "core_mm2": 0.00920,
        "fp_util": 0.119,
        "rows": 35,
        "die_h_um": 117,
        "chip_area_mm2": 0.0137,
        "ioPinCount": 44,
    },
    "min_path": {
        "hold_depth": 2,
        "min-delay-start": "pc[3]",
        "hp-class": "primary input to register",
    },
}
-- power breakdown --
part	switching [W]	total, W	internal, W	leakage (nW)
Sequential	0.00000795	0.000756	0.000748	0.168
Clock	0.000206	0.000617	0.000411	0.0357
Combinational	0.000112	0.000257	0.000145	0.477
Total	0.000327	0.00163	0.00130	0.681
-- per-stage QoR --
step | area [um^2] | std cells | TNS, ns | total power (W)
floorplan | 1110 | 97 | 0 | 0.000881
global placement | 1630 | 245 | -10.07 | 0.00104
detailed placement | 1630 | 245 | -10.80 | 0.00105
CTS | 1710 | 253 | -0.324 | 0.00165
global route | 1720 | 254 | -0.0113 | 0.00170
finish | 1720 | 254 | 0 | 0.00163
-- synthesized netlist by cell type (2+ instances only) --
cell type and n:
nor2b_1 2, ha_1 8, buf_4 13, inv_1 5, and2_1 2, o21ai_0 6
nor2_1 9, a21oi_1 4, edfxtp_1 20, mux2i_1 4, nand2_1 8, o22ai_1 2
-- cells by family after synthesis --
logic type | synth area share
AOI/OAI and AO/OA | 0.0868
and+or+nand+nor | 0.105
DFF | 0.548
muxes | 0.0365
buffers and inverters | 0.121
other | 0.00342
xor gates and xnor gates | 0.00799
adders and majority gates | 0.0913
-- routing by layer --
layer  GRT usage  share of wire  up-vias
met5           0              0        -
met4     0.00741          0.018        0
met3      0.0134           0.11        2
met2      0.0600           0.45       31
met1      0.0486           0.43      382
li1            -              -      409
-- worst min-delay path by stage --
stage,endpoint,slack [ns]
after CTS,instruction[2],0.55
after global routing,instruction[2],0.57
final,instruction[2],0.55
-- cell usage in the layout (no fill, tap or decap), types with 2 or more instances in the layout --
cell type	instances
buf_4	15
edfxtp_1	20
mux2i_1	4
and2_1	2
ha_2	2
dlygate4sd2_1	22
clkdlybuf4s15_1	3
a21oi_1	4
diode_2	2
inv_1	4
o22ai_1	2
buf_6	6
nor2_1	9
clkbuf_2	3
nand2_1	8
ha_1	5
o21ai_0	5
clkbuf_8	3
clkdlybuf4s50_1	3
nor2b_1	2
conb_1	3
-- area by class of cell --
cell class                 instances  share of cell area
inverter                           5              0.0109
clock buffer                       3              0.0239
multi-input combinational         57               0.234
timing repair buffer              55               0.282
tap                              111              0.0806
sequential                        20               0.348
antenna                            2             0.00290
clock inverter                     1              0.0174
-- timing repair --
item,4_1_cts,5_1_grt
pin swaps,1,0
buffers inserted,4,1
gates resized,50,16
endpoints found under the setup margin,48,18
-- worst max-delay path, delay by kind of cell, from the launching register on --
kind,cells,cell delay [ns]
buffers and inverters,3,0.35
flip-flops,1,0.39
Power is estimated from default activity; no workload was simulated.
